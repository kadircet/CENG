$ cat design/flow/design.v
`timescale 1ns / 1ps
module Board232 (
	input mclk,
	input [3:0] btn,
	input [7:0] sw,
	output [7:0] led,
	output reg [6:0] seg,
	output reg [3:0] an,
	output dp,
	output [2:1] OutBlue,
	output [2:0] OutGreen,
	output [2:0] OutRed,
	output HS,
	output VS
    );
    assign dp = 1'b1;
	 initial begin
		  seg[6:0] = 7'b0111111;
        an[3:0]  = 4'b0000;  
	 end
	 parameter INT4 = 8'b10000000;
	 parameter INT3 = 8'b00000000;
	 parameter INT2=  8'b00000000;
   reg [26:0] mclk_counter;
	initial mclk_counter<= 0;
	always @(posedge mclk) mclk_counter = mclk_counter+1;
   reg clk;
   initial clk = 1'b0;
  always@(btn[3] or mclk_counter[25] or btn[0]) 
    begin
        if(btn[3]) 
            clk = mclk_counter[25];
        else 
            clk = btn[0];
    end
	reg  tmp_digit;
	wire  READY;
	wire [7:0] STREAM;
	VBEncoder ins (clk,
				INT4,INT3,INT2,sw[7:0],
				btn[1],
				READY, 
				led[7:0]
				);
 always @(mclk_counter[18:17])
	begin
			case (mclk_counter[18:17])
				2'b00:
					begin
						an = 4'b1110;
						tmp_digit = READY;
					end
				default:
					begin
						an = 4'b1111;
					end
			endcase
		case (tmp_digit)
			4'd0: seg <= ~7'h3F;
			4'd1: seg <= ~7'h06;
			4'd2: seg <= ~7'h5B;
			4'd3: seg <= ~7'h4F;
			4'd4: seg <= ~7'h66;
			4'd5: seg <= ~7'h6D;
			4'd6: seg <= ~7'h7D;
			4'd7: seg <= ~7'h07;
			4'd8: seg <= ~7'h7F;
			4'd9: seg <= ~7'h6F;
			4'd10: seg <= ~7'h77;
			4'd11: seg <= ~7'h7C;
			4'd12: seg <= ~7'h39;
			4'd13: seg <= ~7'h5E;
			4'd14: seg <= ~7'h79;
			4'd15: seg <= ~7'h71;
			default: seg <= ~7'b0000000;
		endcase
	end
	assign OutBlue = 0;
	assign OutGreen = 0;
	assign OutRed = 0;
	assign HS = 0;
	assign VS = 0;
endmodule
`timescale 1ns / 1ps
module VBEncoder(input CLK,
			input [7:0] INT4,input [7:0] INT3, input [7:0] INT2, input [7:0] INT1,
            input START,
            output reg READY, 
			output reg [7:0] STREAM);
reg [31:0] number;
reg state;
initial
begin
	number=0;
	state=0;
	READY=1;
end
always @(posedge CLK)
begin
	if(START==1 && state==0)
	begin
		state=1;
		READY=0;
		number={INT4,INT3,INT2,INT1};
	end
	if(state==1)
	begin
		STREAM={number<128, number[6:0]};
		number=number>>7;
	end
	if(number==0)
	begin
		state=0;
		READY=1;
	end
end
endmodule
$ cat design/flow/constraint.sdc
current_design Board232

set clk_period 3.7
set clk_io_pct 0.2

create_clock -name clk0 -period $clk_period [get_ports {mclk}]

set non_clock_inputs [all_inputs -no_clocks]
set_input_delay [expr $clk_period * $clk_io_pct] -clock clk0 $non_clock_inputs
set_output_delay [expr $clk_period * $clk_io_pct] -clock clk0 [all_outputs]
$ cat design/flow/run.sh
#!/bin/bash
# OpenROAD 26Q1-2900-gdf79404cd8, Yosys 0.63+post, stock flow scripts
make -C /OpenROAD-flow-scripts/flow DESIGN_CONFIG=/design/flow/config.mk WORK_HOME=/design/flow/orfs finish
$ cat design/flow/config.mk
export PLATFORM = sky130hd
export DESIGN_NAME = Board232
export DESIGN_NICKNAME = Board232
export VERILOG_FILES = /design/flow/design.v
export SDC_FILE = /design/flow/constraint.sdc
export NUM_CORES = 4
export LEC_CHECK = 1
export CORE_UTILIZATION = 30
==> summary.txt <==
Status of the implementation.

- The count of hold-fix buffers inserted at cts is 0, for reference.
- Before CTS, the worst setup slack after placement is ~1.6 ns.
- The number of OpenROAD warnings is 26, for reference.
- The flow measured a signed area growth from synthesis to layout of 11.7%.
- Per the final report, max-transition violations number 0.
- The synthesis report lists the Yosys warning total as 3.
- After layout, the worst setup slack is 1.34 ns.
- The area taken by multi-input combinational cells is reported as 1110 sq um.
- The setup path with the least slack is of type flip-flop to output pin.
- The data required time of the worst path is between 2 and 3 ns, for reference.
- The number of design rule violations left after detail routing is 0, for reference.
- The number of cells in the design after placement is 367, for reference.
- Setup repair after global routing left no endpoint under its margin.
- The H-tree level count is 1, for reference.
- The slowest stage cell on the critical path is sky130_fd_sc_hd__clkdlybuf4s50_1, for reference.
- The type recorded for the worst min-delay path is flip-flop to flip-flop.
- The post-synthesis average cell area is 11.0 sq um, for reference.
- The report lists the cells along the critical path as nor2_1, mux2_2, clkdlybuf4s50_1.
- The worst-case clock skew is 0.00356 ns, for reference.
- In the log, the iteration count for the first detailed-route pass is 4.
- Fill cells in the final layout number 880.
- Ranked by total cell area, the synthesized netlist is headed by sky130_fd_sc_hd__dfxtp_1, sky130_fd_sc_hd__edfxtp_1, sky130_fd_sc_hd__a22o_1.
- Yosys stat counts 246 cells in the synthesized netlist.
- Note, the detailed placer reported a final HPWL of 2960 microns.
- After synthesis, the netlist uses 35 different library cells.
- The end-of-flow timing check tallies setup violations at 0.
- The kind of end point of the critical path is an output pin, for reference.
- In this run the static leakage power is 1.13 nW.
- The pin count of the biggest net entering global routing is 43, for reference.
- The root buffer cell is sky130_fd_sc_hd__clkbuf_8, for reference.
- For reference, the placement row count at floorplan is 34.
- Among logic cells in the layout, the one with the most instances is sky130_fd_sc_hd__dfxtp_1.
- The area of placed instances is 2980 sq um, for reference.
- The slew check shows that the tightest pin keeps a relative margin of 0.570.
- The register area is 1460 sq um, for reference.
- The all-layer global routing usage is 0.0929, for reference.
- The peak clock frequency supported by timing is 423 MHz, for reference.
- For the worst-skew pair, the clock arrives at the later sink with an insertion delay of 0.26 ns.
- The total wire length after detailed routing is 4140 microns, for reference.
- The via total after detailed routing is 1717, for reference.
- The number of global-route vias before repair is 1539.
- The count of nets left with antenna violations once routing finished came out at 0.
- The count of antenna diodes in the layout is 0, for reference.
- The width of the die is around 100 microns, for reference.
- Adding up every negative setup slack in the final design gives 0 ns.
- In this run, the number of DRC markers left after iteration 0 of detailed routing was 66.
- In the final routed layout, each cell accounts on average for 11.1 microns.
- The clock tree buffer depth is 2, for reference.
- STA puts the critical path data arrival time at 1.62 ns.
- The number of buffers inserted by port buffering is 24, for reference.
- TritonCTS built the clock tree.
- Looking at the post-CTS report, the setup buffer insertion count equals 0.
- The initial standard-cell utilization of the core is 0.310, for reference.
- The max capacitance violation total is 0, for reference.
- The floorplan step defined a die boundary enclosing 9440 sq um.
- The analysis reports a worst IR drop on VDD of between 0.2 and 0.3 mV.
- The time the final worst path needs with I/O delays and setup is 2.36 ns, for reference.
- ~60 endpoints have no timing constraint.
- The via density per instance is 4.63, for reference.
- The final timing summary puts the cycle share of the worst path at 0.639.
- The final total power is 0.527 mW, for reference.
- Summing every instance area after synthesis gives between 2000 and 3000 sq um.
- The peak per-stage delay on the critical path is about 0.41 ns, for reference.
- The finished layout holds 371 standard cells, fillers aside.
- The power per cell area is 174 nW/um^2, for reference.
- The startpoint type of the worst setup path is a flip-flop, for reference.
- Per the cell usage report, the commonest logic cells after layout are sky130_fd_sc_hd__dfxtp_1, sky130_fd_sc_hd__clkdlybuf4s50_1, sky130_fd_sc_hd__a22o_1.
- The share of post-route cells with drive strength above 1 is 0.0760, for reference.
- The flow ran to the end, and the final reports show no timing, DRC or antenna violations.
- The timing report gives the clock slew at the launch and capture registers of the worst setup and hold paths as 0.08 ns.
- In this run the count of I/O pins placed on the die edge is 43.
- The congestion estimate from routability-driven global placement came to between 0.8 and 0.9.
- From bottom edge to top edge, the die measures between 90 and 100 microns.
- The initial antenna violation count is 0, for reference.
- In this run, CTS created clock tree buffers numbering 3.
- Sorting the Yosys area breakdown by cell type puts at the top sky130_fd_sc_hd__dfxtp_1.
- In the final report, the number of hold violations comes to 0.
- The measured slew at the worst slew-check pin is approximately 0.65 ns, for reference.
- After routing the design area is between 3000 and 4000 sq um.
- The proportion of netlist area held by the largest area contributor is 0.442, for reference.
- Once synthesis finished, the tally of register bits stood at 69.
- The number of register pins that no clock reaches is 43, for reference.
- The core region is 8760 sq um.
- Per the GRT congestion report, total overflow comes to 0.
- Post-CTS repair ended up resizing 0 cells.
- According to the Yosys statistics, the synthesized design has a chip area of 2720 sq um.
- In the synthesized netlist, the number of instances is between 200 and 250.
- The global-route wire length before repair is 7300 microns, for reference.
- The highest net fanout along the worst path is 6, for reference.
==> state kept, by name, indices dropped and copies added (netlist names) <==
signal / count
mclk_counter: 26
tmp_digit: 1
ins.number: 32
ins.STREAM: 8
ins.READY: 1
ins.state: 1
==> through the flow <==
| step | hold WS, ns | util |
|---|---|---|
| after floorplan | 0.383 | - |
| after global routing | 0.438 | 0.346 |
| after global placement | 0.396 | 0.340 |
| after detailed placement | 0.400 | 0.340 |
| after CTS | 0.419 | 0.346 |
| final | 0.417 | 0.346 |
==> synthesized netlist by cell type, drive strengths merged <==
library cell  instances
a21oi                 3
a41oi                 1
conb                  2
a32o                  1
nor4                 13
o21ai                 5
xor2                  6
nor3                  2
edfxtp                8
nand2                11
mux2                  9
nor2                 12
and4                  3
nand2b                1
and3                  2
dfxtp                60
nand4                10
dlxtp                 1
clkbuf                5
o41ai                 1
mux2i                 1
ha                    1
nand3                10
inv                   7
and2                  7
a22o                 22
buf                  23
xnor2                18
a31oi                 1
==> worst max-delay path: cells and delay by family, from the launching register on <==
family                 cells  cell delay, ns
buffers and inverters      1            0.41
flip-flops                 1            0.37
multiplexers               1            0.40
AND/OR/NAND/NOR            1            0.19
==> path summary, 6_finish.rpt <==
check                                 startpoint          endpoint  slack (ns)  cells past startpoint
worst max-delay path            mclk_counter[17]            seg[4]        1.34                      3
worst min-delay path             mclk_counter[0]   mclk_counter[0]        0.42                      1
worst max register to register   mclk_counter[0]  mclk_counter[16]        2.07                      5
worst min register to register   mclk_counter[0]   mclk_counter[0]        0.42                      1
==> per-layer routing <==
layer / track usage / vias to the layer above / share of wire
met2: 0.151 / 46 / 0.45
met5: 0 / - / 0
met1: 0.144 / 787 / 0.51
met4: 0.00230 / 0 / 0.0029
li1: - / 882 / -
met3: 0.0124 / 2 / 0.040
==> kinds of logic (layout without fill, tap and decap cells) <==
logic type	Yosys count	count (layout)	synth area share
latches	1	1	0.00553
fa+ha+maj	1	1	0.00461
buf+inv	35	37	0.0769
other cells	2	17	0.00276
mux	10	10	0.0410
xor+xnor	24	24	0.0774
simple gates	71	71	0.163
flops	68	68	0.531
compound gates	34	34	0.0981
==> layout make-up <==
class	count	share of cell area
Clock buffer	4	0.0181
Inverter	7	0.00866
Multi-Input combinational cell	157	0.365
Sequential cell	69	0.480
Tap cell	108	0.0445
Timing Repair Buffer	26	0.0841
==> report_power, final <==
| part | internal [mW] | switching, mW |
|---|---|---|
| clock network | 0.0949 | 0.0811 |
| logic | 0.0209 | 0.0203 |
| registers | 0.308 | 0.00148 |
Power figures rest on the tool's default switching activity, not on a simulated workload.
